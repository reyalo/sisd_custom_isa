==> ./design.v <==
module alu(
  input wire [31:0] operand1,
  input wire [31:0] operand2,
  input wire [3:0] op,
  output reg [31:0] result,
  output reg zero_flag
);
  always @* begin
    case(op)
      4'b0000: result = operand1 & operand2;   
      4'b0001: result = operand1 | operand2;   
      4'b0010: result = operand1 ^ operand2;   
      4'b0101: result = operand1 + operand2;   
      4'b0110: result = operand1 - operand2;   
      4'b0111: result = operand1 * operand2;   
      4'b1100: result = operand1 / operand2;   
      default: result = 32'b0;
    endcase
    zero_flag = (result == 32'b0);
  end
endmodule
==> ./run.sh <==
#!/bin/bash
# OpenROAD 26Q1-2900-gdf79404cd8, Yosys 0.63+post, stock flow scripts
make -C /OpenROAD-flow-scripts/flow DESIGN_CONFIG=/design/flow/config.mk WORK_HOME=/design/flow/orfs finish
==> ./config.mk <==
export PLATFORM = sky130hd
export DESIGN_NAME = alu
export DESIGN_NICKNAME = alu
export VERILOG_FILES = /design/flow/design.v
export SDC_FILE = /design/flow/constraint.sdc
export NUM_CORES = 4
export LEC_CHECK = 1
export CORE_UTILIZATION = 40
export SYNTH_HDL_FRONTEND = slang
==> ./constraint.sdc <==
current_design alu

set clk_period 258.5
set clk_io_pct 0.2

create_clock -name clk0 -period $clk_period

set non_clock_inputs [all_inputs -no_clocks]
set_input_delay [expr $clk_period * $clk_io_pct] -clock clk0 $non_clock_inputs
set_output_delay [expr $clk_period * $clk_io_pct] -clock clk0 [all_outputs]
==> ci_impl_report.md <==
### Flow metrics

| Metric | Value |
|---|---|
| Most used cell along the critical path | a21oi_1 |
| Tool Warnings | 69 |
| Largest net degree at the start of global routing | 49 |
| CTS Hold Bufs | 0 |
| Slack of the critical path | 70.71 ns |
| Worst min-delay path class | primary input to output port |
| Port buffer count | 101 |
| DR iter-0 viols | 4506 |
| Total grt overflow | 0 |
| WP data required | 206.80 ns |
| Count of final setup violators | 0 |
| Mapped cell area | 0.0485 mm^2 |
| IO Pins | 101 |
| WHS Endpoint | result[25] |
| Critical path's largest stage delay | 0.98 ns |
| Drc violations | 0 |
| First-pass GRT wire length | 321000 um |
| Leak | 24.6 nW |
| GP Congestion | 1.10 |
| Power per Cell Area | 13.4 mW/mm^2 |
| Fin. Hold Viols | 0 |
| WL final | 221000 um |
| Initial antenna violation count | 12 |
| Die width | 350 um |
| Highest-delay cell along the critical path | nor4_2 |
| Gate Count Post-Synth | 6694 |
| Flops | 0 |
| Net Sw Frac | 0.604 |
| Placed cells | 8331 |
| DR WL/cell | 26.5 um |
| Final Util | 0.433 |
| Flip-flop and latch area | 0 um^2 |
| RSZ-0062 raised after global routing | false |
| Hold slack | 105.13 ns |
| Yosys warns | 0 |
| Top cells by area in the synthesized netlist | ha_1 (19%), fa_1 (17%), nand2_1 (6.5%) |
| Max-Cap Viols | 0 |
| Slew headroom | 0.219 |
| Final ANT Viol Nets | 0 |
| Final Power | 0.695 mW |
| Die Ht | 350 um |
| Crit-path max FO | 48 |
| Yosys stat cell total | 6694 |
| P&R area growth vs syn | 7.21% |
| Pre-CTS setup slack | 73.19 ns |
| Critical Path Sink Type | output port |
| Initial core utilization | 0.404 |
| Post-synth area from yosys stat | 0.0485 mm^2 |
| Worst Setup Start Kind | primary input |
| Chip area | 0.123 mm^2 |
| Avg Inst Size Synth | 7.24 um^2 |
| Layout cells sized above 1 | 0.0583 |
| Dpl cell area | 0.0519 mm^2 |
| Hold Path Origin | operand2[25] |
| Vias in the first global route | 48154 |
| Count of cell types in the netlist | 109 |
| Cycle use final | 0.726 |
| Switch Pwr | 0.420 mW |
| Slew Limit Fails | 0 |
| WHS Path Cells | 6 |
| Status | completed |
| Setup TNS Final | 0 ns |
| Sequential area share after synthesis | 0 |
| Count leader, synth | nand2_1 |
| Via/cell ratio | 6.10 |
| Worst-Margin Slew | 1.16 ns |
| Min Tclk post-route | 187.79 ns |
| Row count | 127 |
| Pre-antenna DRT Iters | 7 |
| Post-DP HPWL | 175000 um |
| Clock buf count | 0 |
| Post CTS Setup Buffer Count | 0 |
| Final std cells w/o fill | 8338 |
| DR vias | 50821 |
| Core area | 0.120 mm^2 |
| Total GRT Usage | 0.367 |
| Yosys top cell area share | 0.194 |
| Post-CTS sizing | 0 |
| Post-synth top cells | nand2_1 (833), ha_1 (750), inv_1 (679), nor2_1 (645), a21oi_1 (436) |
| CP Class | primary input to output port |
| Cell taking the most area after synthesis | ha_1 |
| Peak supply drop | 0.0551 mV |
| Fmax | 0.00533 GHz |
| Post-route cell area | 0.0520 mm^2 |
| Worst EP arrival | 136.09 ns |
| Internal power | 0.275 mW |
==> layer usage <==
metal | GRT usage | up-vias | part of all wire
met5 | 0.00196 | - | 0.00060
met1 | 0.502 | 24134 | 0.41
met3 | 0.124 | 569 | 0.12
met2 | 0.533 | 2580 | 0.41
met4 | 0.154 | 18 | 0.053
li1 | - | 23520 | -
==> cells by family (layout without fill, tap and decap cells) <==
logic type                 count (synthesis)  count (layout)  share of synthesized area
xor gates and xnor gates                 467             467                     0.0844
buffers and inverters                    944             969                     0.0737
AOI/OAI and AO/OA                       1764            1764                      0.242
other                                      0               7                          0
and+or+nand+nor                         2238            2238                      0.210
adders and majority gates               1159            1159                      0.363
muxes                                    122             122                     0.0272
==> power groups by stage <==
| stage | combinational [mW] | clock, mW | sequential (mW) |
|---|---|---|---|
| CTS | 0.677 | 0 | 0 |
| global route | 0.770 | 0.00000000157 | 0 |
==> worst max path at each step <==
stage,startpoint,to
CTS,operand2[17],zero_flag
global route,operand2[17],zero_flag
finish,operand2[17],zero_flag
==> cells in the final DEF, fill, tap and decap left out, types with 19 or more instances in the layout <==
master	n
a211oi_1	50
a21boi_0	26
a21o_1	171
a21oi_1	435
a221oi_1	29
a22oi_1	34
a31oi_1	66
and2_1	33
and3_1	48
buf_4	183
clkdlybuf4s50_1	101
fa_1	409
ha_1	750
inv_1	668
mux2_2	75
mux2i_1	46
nand2_1	833
nand2b_1	60
nand3_1	121
nand4_1	57
nor2_1	641
nor2b_1	53
nor3_1	167
nor4_1	29
o2111ai_1	21
o211ai_1	66
o21a_1	163
o21ai_0	299
o21ai_1	41
o21bai_1	51
o221ai_1	21
o22ai_1	19
o31ai_1	50
or2_2	38
or3_1	62
or4_1	19
xnor2_1	317
xor2_1	150
==> cell type report <==
type               count  area [um^2]
diodes                 7         17.5
repair buffers       284         2380
fillers            12261        68000
multi-input cells   5750        45000
inverters            685         2570
well taps           1612         2020
==> worst max-delay path: cells and delay by family <==
kind	cells	cell delay [ns]
AOI/OAI and AO/OA	141	39.60
adders and majority gates	31	10.08
buffers and inverters	25	6.68
muxes	6	2.09
and+or+nand+nor	88	25.67
Power is estimated from default activity; no workload was simulated.
